<file path="flow/config.mk">
export PLATFORM = sky130hd
export DESIGN_NAME = FIFO
export DESIGN_NICKNAME = FIFO
export VERILOG_FILES = /design/flow/design.v
export SDC_FILE = /design/flow/constraint.sdc
export NUM_CORES = 4
export LEC_CHECK = 1
export CORE_AREA = 10 10 113 113
export DIE_AREA = 0 0 123 123
export SYNTH_HDL_FRONTEND = slang
</file>
<file path="flow/constraint.sdc">
current_design FIFO

set clk_period 2.0
set clk_io_pct 0.2

create_clock -name clk0 -period $clk_period [get_ports {SYSCLK}]

set non_clock_inputs [all_inputs -no_clocks]
set_input_delay [expr $clk_period * $clk_io_pct] -clock clk0 $non_clock_inputs
set_output_delay [expr $clk_period * $clk_io_pct] -clock clk0 [all_outputs]
</file>
<file path="flow/design.v">
module FIFO
(
	SYSCLK,
	RST_B,
	WR_EN,
	RD_EN,
	FIFO_IN,
	EMPTY,
	FULL,
	FIFO_OUT
);
input SYSCLK;
input RST_B;
input WR_EN;
input RD_EN;
input FIFO_IN;
output EMPTY;
output FULL;
output FIFO_OUT;
wire [7:0] FIFO_IN;
reg EMPTY;
reg FULL;
reg [7:0] FIFO_OUT;
reg [7:0] FIFO_OUT_NS;
reg [2:0] w_addr;
reg [2:0] w_addr_ns;
reg [2:0] r_addr;
reg [2:0] r_addr_ns;
reg [7:0] mem[4:0];
always@(posedge SYSCLK or negedge RST_B)
begin
	if(!RST_B)
	 begin w_addr<=0;r_addr<=0; end
	else
	 begin w_addr<=w_addr_ns;r_addr<=r_addr_ns; end
end
always@(*)
begin
	if(!FULL && WR_EN)
	 w_addr_ns=(w_addr+1)%5;
	else if(!EMPTY && RD_EN)
	      r_addr_ns=(r_addr+1)%5;
		  else
		   begin w_addr_ns=w_addr;r_addr_ns=r_addr; end
end
always@(*)
begin
	if(!FULL && WR_EN)
	 mem[w_addr]=FIFO_IN;
	else if(!EMPTY && RD_EN)
	      FIFO_OUT_NS=mem[r_addr];
        else
		   FIFO_OUT_NS=FIFO_OUT;
end
always@(*)
begin
	 EMPTY=0;FULL=0;
	if(w_addr==r_addr)
	 EMPTY=1;
	if(r_addr==(w_addr+1)%5)
	 FULL=1;
end 
always@(posedge SYSCLK or negedge RST_B)
begin
		if(!RST_B)
		 FIFO_OUT<=0;
		else
		 FIFO_OUT<=FIFO_OUT_NS;
end
endmodule
</file>
<file path="flow/run.sh">
#!/bin/bash
# OpenROAD 26Q1-2900-gdf79404cd8, Yosys 0.63+post, stock flow scripts
make -C /OpenROAD-flow-scripts/flow DESIGN_CONFIG=/design/flow/config.mk WORK_HOME=/design/flow/orfs finish
</file>
==> reports/results.tsv <==
stage	metric	value	unit
status	status	finished, violations left	
status	violations	setup timing	
floorplan	die_y	123	um
logic_synthesis	synthTopLogicFamily	AND-OR/OR-AND gates	
worst_setup_path	crit_arrival	2.58	ns
placement	hpwlAfterDp	4380	um
global_routing	grt_pass1_wl	9577	um
routing	drtIter0Drc	82	
final_layout	instances_no_fill	443	
routing	finalWirelength	5635	um
routing	num_vias	1931	
logic_synthesis	synth.mux.area_fraction	8.669	%
worst_setup_path	slowest_stage	dfrtp_2	
final_layout	area_growth_syn_to_layout	34.42	%
final_layout	drive_above_1_share	30.94	%
logic_synthesis	ys_chip_area	2454	um2
final_timing	max_freq	335.1	MHz
power_and_ir_drop	p_leak	1.490	nW
global_routing	grt_max_degree	23	
placement	place_area	3113	um2
placement	place_ws	-1.135	ns
worst_setup_path	crit_buf_inv	3	
power_and_ir_drop	p_total	4.800	mW
final_timing	fin_ws	-0.9843	ns
logic_synthesis	synth_warnings	0	
worst_setup_path	startpoint_type	flip-flop	
clock_tree	cts_tree	built	
clock_tree	cts.htree.levels	1	
worst_setup_path	end_kind	output port	
logic_synthesis	ys_cells	242	
final_timing	finalCriticalPeriod	2.984	ns
worst_setup_path	path_max_fanout	4	
logic_synthesis	yosys.cell_types.count	67	
final_timing	rsz0062_at_grt	yes	
global_routing	antenna_found_initial	0	
routing	antennaDiodeCount	0	
clock_tree	path_clk_slew	0.06	ns
worst_setup_path	crit_type	flip-flop to output port	
logic_synthesis	synth-compound-area-share	16.52	%
final_timing	untimed_endpoints	68	
logic_synthesis	synth_flops	68	
final_timing	unclocked_pins	54	
logic_synthesis	synth.cellmix.simpleShare	14.02	%
final_layout	final_layout_top_logic_cells	buf_4, dlxtp_1, clkdlybuf4s50_1, nand2_1, o21ai_0	
final_timing	slew_violations	0	
final_timing	hold_slack	0.4727	ns
routing	viasPerCell	4.359	
clock_tree	clock_path_buffers	2	
global_routing	grt_overflow	0	
clock_tree	cts_root_buf	clkbuf_8	
min_path	hold_path.class	primary input to asynchronous set/reset pin	
final_layout	lay_top_count	buf_4	
final_timing	relSlewSlack	54.47	%
placement	io_buffer_count	21	
floorplan	num_io_pins	22	
power_and_ir_drop	p_per_area	1455	nW/um2
logic_synthesis	ys_async_sr_fraction	20.59	%
floorplan	chip_area	15130	um2
worst_setup_path	cp_num_cells	12	
global_routing	grt_util_all_layers	7.653	%
final_timing	finalSetupTns	-1.534	ns
logic_synthesis	edf_count	0	
worst_setup_path	crit_required	1.60	ns
floorplan	die_w	123	um
routing	drtAntennaViolNets	0	
clock_tree	numCtsBuffers	3	
logic_synthesis	flop_cell	dlxtp_1	
final_timing	setup_violations	2	
global_routing	grt_pass1_vias	1899	
final_timing	tightest_slew	0.6773	ns
worst_setup_path	crit_family	AND-OR/OR-AND gates	
final_layout	fin_area	3298	um2
floorplan	initCoreUtil	23.77	%
placement	place_congestion	0.9312	
final_timing	hold_viol	0	
job	maxCapViolations	0	
logic_synthesis	syn_inst	242	
logic_synthesis	syn_area_per_cell	10.14	um2
floorplan	rows	37	
routing	drt_first_pass_iters	4	
job	warnings	33	
final_timing	post-route-period-util	149.2	%
power_and_ir_drop	vdd_drop_max	1.360	mV
logic_synthesis	synth.cellmix.xorXnorShare	2.499	%
final_layout	fin_util	31.95	%
worst_setup_path	path_cells	ha_4 > buf_4 > nor2_4 > o21ai_2 > ha_1 > inv_2 > a31oi_4 > a311o_1 > a32o_2 > xnor2_2 > and2_4 > buf_6	
worst_setup_path	cp_slowest_stage_delay	0.45	ns
floorplan	core	10320	um2
logic_synthesis	ys_sh_adder	5.099	%
routing	drc	0	
routing	routedWlPerCell	12.72	um
placement	dp.cells	431	
logic_synthesis	synth_area	2454	um2
-- power by group --
group,internal (mW),switching [mW]
logic,1.90,1.70
registers,0.801,0.121
clock network,0.174,0.101
-- area by class of cell --
type,instances,area (um2)
clock buffers,4,55.05
fillers,1044,7025
inverters,16,67.56
multi-input cells,146,1235
flip-flops and latches,68,1165
well taps,136,170.2
repair buffers,73,605.6
-- metal layers --
layer,wire length [um],part of all wire [%],up-vias,GRT usage [%]
li1,-,-,995,-
met3,218,3.9,4,1.203
met2,2569,46,24,11.55
met1,2791,50,908,11.82
met5,0,0,-,0
met4,55,0.98,0,0.8006
-- final timing paths --
check,to,start,slack (ns)
max,FULL,w_addr[1],-0.98
min,FIFO_OUT[4],RST_B,0.47
max in group asynchronous,w_addr[0],RST_B,1.34
min in group clk0,FIFO_OUT[1],FIFO_OUT[1],1.43
-- flip-flops by register name (all words and copies together) (netlist names) --
register,count
r_addr_ns,3
w_addr,3
FIFO_OUT,8
FIFO_OUT_NS,8
mem,40
w_addr_ns,3
r_addr,3
-- what timing repair did --
action | CTS | global route
buffers inserted | 7 | 1
hold buffers | 0 | 0
pin swaps | 8 | 9
endpoints found under the setup margin | 2 | 2
resized | 15 | 6
-- synthesized netlist by cell type, types with 2 or more instances --
cell	count	area share (%)
nor3_1	5	1.0
a31oi_1	2	0.51
buf_2	2	0.41
nand3_1	2	0.41
o21ai_0	18	3.7
mux4_2	8	7.3
clkbuf_1	4	0.61
a22oi_1	8	2.4
and2_1	2	0.51
inv_1	14	2.1
a21oi_1	7	1.4
o211ai_1	3	0.92
xor2_1	2	0.71
dlxtn_1	11	6.7
o31ai_1	2	0.61
o21ai_1	2	0.41
dlxtp_1	43	26
buf_6	3	1.4
ha_1	10	5.1
dfrtp_1	14	14
nor2_1	10	1.5
nor4_1	3	0.76
and3_1	2	0.51
xnor2_1	5	1.8
nand2_1	18	2.8
-- cells by family after synthesis --
logic type	count (synthesis)
adder cells (fa/ha/maj)	10
flip-flops	14
multiplexers	11
latches	54
AND/OR/NAND/NOR	59
AND-OR/OR-AND	59
XOR/XNOR	7
buffers and inverters	28
Power is estimated from default activity; no workload was simulated.
