### flow/design.v
module Sequence_Detector
(
	RST_B,
	SYSCLK,
	IN_VALID,
	MODE,
	DATA_IN,
	OUT_VALID,
	DATA_OUT ,
	counter,
	counter_ns,
	fsm_cs,
	fsm_ns,
	data_cs,
	data_pre,
	mode_cs,
	mode_pre
);
input RST_B;
input SYSCLK;
input IN_VALID;
input MODE;
input DATA_IN;
output OUT_VALID;
output DATA_OUT;
wire [1:0] MODE;
wire [3:0] DATA_IN;
reg        OUT_VALID;
reg  [3:0] DATA_OUT;
parameter idle=3'b000;
parameter increment=3'b001;
parameter decrement=3'b010;
parameter steady=3'b011;
parameter done=3'b100;
output reg [2:0] fsm_cs;
output reg [2:0] fsm_ns;
output reg [3:0] data_cs;
output wire [3:0] data_pre;
output wire [1:0] mode_pre;
output reg [1:0] mode_cs;
output reg [2:0] counter;
output reg [2:0] counter_ns;
assign data_pre=DATA_IN;
assign mode_pre=MODE;
always@(posedge SYSCLK or negedge RST_B)
begin
	if(!RST_B)
	 fsm_cs<=idle;
	else
	 fsm_cs<=fsm_ns;
end
always@(posedge SYSCLK or negedge RST_B)
begin
	if(!RST_B)
	 data_cs<=4'b0;
	else if(MODE!=3 && IN_VALID)
			data_cs<=data_pre;
		  else
		   data_cs<=data_cs;
end
always@(posedge SYSCLK or negedge RST_B)
begin
	if(!RST_B)
	 counter<=0;
	else if(MODE!=3 && IN_VALID)
			counter<=counter_ns;
		  else
			counter<=counter;
end
always@(posedge SYSCLK or negedge RST_B)
begin
	if(!RST_B)
	 mode_cs<=2'b0;
	else if(MODE!=3 && IN_VALID)
	      mode_cs<=mode_pre;  
	     else
		   mode_cs<=mode_cs;
end
always@(*)
begin
	case(fsm_cs)
	idle:counter_ns=0;
	increment:
	begin
	 if(IN_VALID && MODE!=3 && DATA_IN==data_cs+1) 
	  counter_ns=counter+1;
	 else if( (DATA_IN!=data_cs+1 || MODE!=increment )&&MODE!=3)
	       counter_ns=0;
	      else  
			 counter_ns=counter;	   
	end
	decrement:
	begin
	 if(IN_VALID && MODE!=3 && DATA_IN==data_cs-1)
	  counter_ns=counter+1;
	 else if( (DATA_IN!=data_cs-1 || MODE!=mode_cs)&& MODE!=3 )
			 counter_ns=0;
			else 
			 counter_ns=counter;
	end
	steady:
	begin
	 if(IN_VALID && MODE!=3 &&DATA_IN==data_cs)
	  counter_ns=counter+1;
	 else if( (DATA_IN!=data_cs || MODE!=mode_cs)&&MODE!=3 )
	       counter_ns=0;
			else 
			 counter_ns=counter;
	end
	done:
	begin
	 if( (IN_VALID && MODE!=mode_cs)&& MODE!=3 )
	   counter_ns=0;
	 else if((IN_VALID && MODE==mode_cs)&& MODE!=3) 
	       counter_ns=0;
		   else  
			 counter_ns=0;
	end
	default:counter_ns=0;
	endcase
end
always@(*)
begin
	case(fsm_cs)
	idle:
	begin
	 if((!IN_VALID)||(MODE==3)) 
	  fsm_ns=idle;
	 else if(IN_VALID)
	       begin
			 case(MODE)
			 0:fsm_ns=increment;
			 1:fsm_ns=decrement;
			 2:fsm_ns=steady;
			 3:fsm_ns=fsm_cs; 
			 endcase
			 end
			else
			 fsm_ns=fsm_cs;
	end
	increment:
	begin
	 if((!IN_VALID)||(MODE==3))
	  fsm_ns=increment;
	 else if(IN_VALID)
	       begin
			  if(MODE==mode_cs)
			  begin
			    if(counter==1 && counter_ns==2 )
				 fsm_ns=done;
			   else
				 fsm_ns=fsm_cs;
			  end
			  else 
			    fsm_ns=MODE+1;
			 end
	end
	decrement:
	begin
	 if((!IN_VALID)||(MODE==3))
	  fsm_ns=decrement;
	 else if(IN_VALID)
	       begin
			  if(MODE==mode_cs)
			  begin
			    if(counter==1 && counter_ns==2 )
				 fsm_ns=done;
			   else
				 fsm_ns=fsm_cs;
			  end
			  else 
			    fsm_ns=MODE+1;
			 end
	end
	steady:
	begin
	 if((!IN_VALID)||(MODE==3))
	  fsm_ns=steady;
	 else if(IN_VALID)
	       begin
			  if(MODE==mode_cs)
			  begin
			    if(counter==1 && counter_ns==2 )
				 fsm_ns=done;
			   else
				 fsm_ns=fsm_cs;
			  end
			  else 
			    fsm_ns=MODE+1;
			 end
	end
	done:
	begin 
	if(!IN_VALID || MODE==3 )
	 fsm_ns=fsm_cs;
	else if(mode_cs==MODE &&DATA_IN==data_cs+1)
	      fsm_ns=done;
		  else if(mode_cs==MODE &&DATA_IN==data_cs-1)
		        fsm_ns=done;
				 else if(mode_cs==MODE &&DATA_IN==data_cs)
				       fsm_ns=done;
						else if(IN_VALID && MODE!=mode_cs &&MODE!=3) 
						      fsm_ns=MODE+1;
							  else if(IN_VALID && MODE==mode_cs && MODE!=3) 
							        fsm_ns=MODE+1;
									 else 
									  fsm_ns=idle;
	end
	default:fsm_ns=fsm_cs;
	endcase
end
always@(*)
begin
	if(fsm_cs==done && fsm_ns==done && MODE!=3 && IN_VALID) 
	begin
	 OUT_VALID=1;
	 DATA_OUT=DATA_IN;
	end
	else
	begin
	 OUT_VALID=0;
	 DATA_OUT=0;
	end
end
endmodule
### flow/run.sh
#!/bin/bash
# OpenROAD 26Q1-2900-gdf79404cd8, Yosys 0.63+post, stock flow scripts
make -C /OpenROAD-flow-scripts/flow DESIGN_CONFIG=/design/flow/config.mk WORK_HOME=/design/flow/orfs finish
### flow/config.mk
export PLATFORM = sky130hd
export DESIGN_NAME = Sequence_Detector
export DESIGN_NICKNAME = Sequence_Detector
export VERILOG_FILES = /design/flow/design.v
export SDC_FILE = /design/flow/constraint.sdc
export NUM_CORES = 4
export LEC_CHECK = 1
export CORE_AREA = 10 10 97 97
export DIE_AREA = 0 0 107 107
export SYNTH_HDL_FRONTEND = slang
### flow/constraint.sdc
current_design Sequence_Detector

set clk_period 8.3
set clk_io_pct 0.2

create_clock -name clk0 -period $clk_period [get_ports {SYSCLK}]

set non_clock_inputs [all_inputs -no_clocks]
set_input_delay [expr $clk_period * $clk_io_pct] -clock clk0 $non_clock_inputs
set_output_delay [expr $clk_period * $clk_io_pct] -clock clk0 [all_outputs]
==> impl_metrics.yaml <==
# yosys + openroad results
routing:
  drt_drc_violations_left: 0
  num_vias: 1146
  antennaDiodeCount: 0
  final_antenna_net_count: 0
  finalWirelength_um: 3490
  drt-vias-per-instance: 4.06
  dr.pass1.iters: 4
  drt_first_iter_violations: 153
  wire_per_inst_um: 12.4
critical_path:
  crit_arrival_ns: 5.37
  timing.setup.critical_path_class: "in2out"
  worst_ep_required_time_ns: 6.64
  startpoint_type: "input port"
  worstSetupEndpointType: "output port"
  r2r_start: "data_cs[0]"
  crit_start: "MODE[0]"
  crit_path_max_fanout: 11
clocking:
  postCtsHoldBufs: 0
  cts_setup_buffers: 0
  clock_path_buffers: 2
  tritoncts: "built"
  ctsRootBufferMaster: "clkbuf_8"
  post_cts.resized_instances: 0
  insertion_delay_ns: 0.24
  tritoncts.num_buffers: 3
  clk_pin_slew_worst_paths_ns: 0.05
  cts.htree.levels: 1
placed_design:
  placedCellCount: 279
  pre_cts_slack_ns: 1.28
  port_buffers: 37
  postPlaceCellArea_um2: 1690
  final_hpwl_from_detailed_placement_um: 2770
  place.gp.congestion: 0.853
floorplanning:
  fp.dieArea_um2: 11400
  top_level_ports: 38
  core_region_area_um2: 7290
  die_height_um: 107
  floorplan.core_util: 0.174
  fp-row-count: 31
  die-width_um: 107
hold_path:
  hold_path.startpoint: "mode_cs[1]"
  worstHoldPathType: "reg2reg"
synth:
  syn_avg_cell_area_um2: 8.46
  yosys_cells: 150
  synth_warnings: 0
  postSynthCellCount: 150
  synth_cell_types: 51
  ys.flops: 15
  synth-edff-count: 0
  synth-async-reset-ratio: 0.800
  synth.cell_area_um2: 1270
  yosys.stat.chipArea_um2: 1270
  synth_top_flop_cell: "dfrtp_1"
timing:
  postLayoutSetupSlackWorst_ns: 1.27
  final_max_slew_viol_count: 0
  final_hold_viol_count: 0
  transition_time_of_the_tightest_slew_check_pin_ns: 0.611
  finalCriticalPeriod_ns: 7.03
  untimed_endpoints: 3
  period_used_share: 0.847
  setup_total_negative_slack_ns: 0
  max_slew_margin: 0.591
  grt_setup_unrepaired: "no"
  setup_violations: 0
  clock-skew-final_ns: 0.00342
  unclocked_pins: 3
  fmax_mhz: 142
layout:
  area_delta_synth_final_pct: 36.5
  post_route_cells_drive_above_1_share: 0.0929
  stdcell_area_um2: 1730
  most-common-layout-cells: "37 x clkdlybuf4s50_1, 20 x nand2_1, 12 x dfrtp_1"
  mostFrequentLayoutCell: "clkdlybuf4s50_1"
  finish.cell_count_without_fillers: 282
pwr:
  vdd.ir_drop.worst_mv: 0.0535
  p_leak_uw: 0.000699
  power.density_nw_per_um2: 115
  design_power_total_uw: 199
flow_run:
  max_cap_viol_count: 0
  warnings: 30
global_route:
  grt-ovfl-total: 0
  initial_antenna_violation_count: 0
  number_of_global_route_vias_before_repair: 1024
  grt_max_degree: 14
  grt_first_pass_wirelength_um: 5420
  globalRouteTotalUtil: 0.0577
run_status:
  outcome: "finished, final reports clean"
[final timing paths]
path	endpoint	slack, ns	cells after the start
min	mode_cs[1]	0.53	2
max in group asynchronous	mode_cs[1]	6.10	1
min reg2reg	mode_cs[1]	0.53	2
max	DATA_OUT[3]	1.27	13
max reg2reg	fsm_cs[0]	5.63	10
min in group asynchronous	data_cs[0]	1.80	1
[cell families (layout without fill, tap and decap cells)]
logic type / count (synthesis) / count (layout) / synth area share
simple gates: 61 / 61 / 0.256
compound gates: 34 / 34 / 0.197
buf+inv: 18 / 49 / 0.0957
xor+xnor: 12 / 12 / 0.0888
flops: 12 / 12 / 0.237
fa+ha+maj: 8 / 8 / 0.0789
latches: 3 / 3 / 0.0355
other cells: 1 / 3 / 0.00296
mux: 1 / 1 / 0.00789
[through the flow]
stage               hold WS [ns]   util
global placement           0.514  0.232
finish                     0.527  0.237
floorplan                  0.466      -
CTS                        0.536  0.237
detailed placement         0.522  0.232
global route               0.556  0.237
[Yosys cell counts, types with 2 or more instances]
| master | n | area (µm²) |
|---|---|---|
| nand4b_1 | 2 | 17.5 |
| a31oi_1 | 2 | 12.5 |
| o21ai_0 | 9 | 45.0 |
| dfrtp_1 | 12 | 300 |
| nand2_1 | 20 | 75.1 |
| a21oi_1 | 5 | 25.0 |
| nor3_1 | 3 | 15.0 |
| nor4_1 | 2 | 12.5 |
| xnor2_1 | 5 | 43.8 |
| inv_1 | 7 | 26.3 |
| nand2b_1 | 4 | 25.0 |
| dlxtp_1 | 3 | 45.0 |
| a22oi_1 | 2 | 15.0 |
| buf_4 | 6 | 45.0 |
| ha_1 | 8 | 100 |
| clkbuf_8 | 3 | 41.3 |
| nor2_1 | 9 | 33.8 |
| nand3_1 | 2 | 10.0 |
| and2_1 | 4 | 25.0 |
| nand4_1 | 4 | 25.0 |
| o22ai_1 | 2 | 12.5 |
| o211ai_1 | 2 | 15.0 |
| xor2_1 | 6 | 52.6 |
[report_power, final]
| part | switching [µW] | total, µW | internal [µW] |
|---|---|---|---|
| clock | 21.7 | 53.7 | 32.0 |
| sequential | 10.2 | 75.1 | 64.9 |
| combinational | 33.1 | 70.0 | 36.9 |
[flip-flops by register name, indices dropped and copies added (netlist names)]
| register | cells |
|---|---|
| mode_cs | 2 |
| fsm_cs | 3 |
| data_cs | 4 |
| counter | 3 |
| fsm_ns | 3 |
[metal layers]
layer	part of all wire	global-route usage	up-vias	routed length (µm)
met5	0	0	-	0
met4	0.011	0.00677	0	37
met3	0.081	0.0188	4	283
met2	0.47	0.0944	31	1650
met1	0.43	0.0746	531	1520
li1	-	-	580	-
[final cells by class]
cell class	count	area [µm²]
inverter	7	26.3
multi-input combinational	119	810
fill	809	5560
clock buffer	3	41.3
tap	99	124
timing repair buffer	39	385
sequential	15	345
[worst max-delay path, cell delays in order]
cell             delay [ns]
clkdlybuf4s50_1        0.58
ha_1                   0.31
nand2b_1               0.33
or3_2                  0.50
nor2_1                 0.19
o221a_4                0.25
a21bo_1                0.12
dlxtp_1                0.37
nand2_1                0.06
nor4_1                 0.18
buf_4                  0.20
and2_2                 0.14
clkdlybuf4s50_1        0.45
Power figures rest on the tool's default switching activity, not on a simulated workload.
