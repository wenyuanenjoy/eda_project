**design/flow/config.mk**
```make
export PLATFORM = sky130hd
export DESIGN_NAME = APB_Slave
export DESIGN_NICKNAME = APB_Slave
export VERILOG_FILES = /design/flow/design.v
export SDC_FILE = /design/flow/constraint.sdc
export NUM_CORES = 4
export LEC_CHECK = 1
export CORE_UTILIZATION = 30
export SYNTH_HDL_FRONTEND = slang
```
**design/flow/constraint.sdc**
```tcl
current_design APB_Slave

set clk_period 4.7
set clk_io_pct 0.2

create_clock -name clk0 -period $clk_period [get_ports {SYSCLK}]

set non_clock_inputs [all_inputs -no_clocks]
set_input_delay [expr $clk_period * $clk_io_pct] -clock clk0 $non_clock_inputs
set_output_delay [expr $clk_period * $clk_io_pct] -clock clk0 [all_outputs]
```
**design/flow/design.v**
```verilog
module APB_Slave
(
	SYSCLK,
	RST_B,
	PSEL,
	PWRITE,
	PENABLE,
	PADDR,
	PWDATA,
	INT_B,
	PRDATA,
	EX_TO,
	EX_CON,
	CNT_START,
	COUNT,
	EX_CON_NS,
	EX_TO_NS,
	COUNT_NS,
	fsm_cs,
	fsm_ns
);
input SYSCLK;
input RST_B;
input PSEL;
input PWRITE;
input PENABLE;
input PADDR;
input PWDATA;
output INT_B;
output PRDATA; 
output EX_CON;
output EX_TO;
output CNT_START;
output COUNT;
wire [4:0] PADDR;
wire [31:0] PWDATA;
reg INT_B;
reg [31:0] PRDATA;
reg [31:0] EX_CON;
reg [31:0] EX_TO;
reg [31:0] COUNT;
parameter idle=3'b000;
parameter set=3'b001;
parameter enable=3'b010;
parameter done=3'b011;
output reg [2:0] fsm_cs;
output reg [2:0] fsm_ns;
output reg [31:0] EX_TO_NS;
output reg [31:0] EX_CON_NS;
output reg [31:0] COUNT_NS;
assign CNT_START=EX_CON[1];
always@(posedge SYSCLK or negedge RST_B)
begin
	if(!RST_B)
	 fsm_cs<=idle;
	else
	 fsm_cs<=fsm_ns;
end
always@(posedge SYSCLK or negedge RST_B)
begin
	if(!RST_B)
	 begin
	  EX_CON<=32'h0000_0000;
	  EX_TO<=32'h0000_0000;
	  COUNT<=32'H0000_0000;
	 end
	else
	 begin
	  EX_CON<=EX_CON_NS;
	  EX_TO<=EX_TO_NS;
	  COUNT<=COUNT_NS;
	 end
end
always@(*)
begin
	case(fsm_cs)
	idle:
	begin
	 if(PSEL && !PENABLE)
	  fsm_ns=set;
	 else
	  fsm_ns=idle;
	end
	set:
	begin
	 if(PSEL && PENABLE)
	  fsm_ns=enable;
	 else
	  fsm_ns=idle;
	end
	enable:
	begin
	 if(PSEL && !PENABLE) 
	  fsm_ns=set;
	 else if(COUNT==EX_TO) 
	       fsm_ns=done;
			else if(CNT_START) 
					fsm_ns=enable;
			     else          
				   fsm_ns=idle; 
	end
	done:
	begin
	 fsm_ns=done;
	end
	default:fsm_ns=idle;
	endcase
end
always@(*)
begin
	if(PWRITE && PSEL &&PENABLE && PADDR[0])
	 EX_TO_NS=PWDATA;
	else
	 EX_TO_NS=EX_TO;
end
always@(*)
begin
	if(PWRITE && PSEL &&PENABLE && !PADDR[0])
	 EX_CON_NS=PWDATA;
	else
	 EX_CON_NS=EX_CON;
end
always@(*)
begin
	if(fsm_cs==enable && COUNT!=EX_TO) 
	 COUNT_NS=COUNT+1;
	else
	 COUNT_NS=0;
end
always@(*)
begin
	if(fsm_cs==done && EX_CON[2] &&!EX_CON[3])
	 INT_B=0;
	else
	 INT_B=1;
end
always@(*)
begin
	if(PSEL && PENABLE &&!PWRITE)
	 begin
	  if(PADDR[0])
	   PRDATA=EX_TO;
	  else
	   PRDATA=EX_CON;
	 end
	else
	  PRDATA=0;
end
endmodule
```
**design/flow/run.sh**
```bash
#!/bin/bash
# OpenROAD 26Q1-2900-gdf79404cd8, Yosys 0.63+post, stock flow scripts
make -C /OpenROAD-flow-scripts/flow DESIGN_CONFIG=/design/flow/config.mk WORK_HOME=/design/flow/orfs finish
```
==> out/qor.yml <==
floorplan:
  initial_core_util: 0.308
  die_h_um: 130
  ios: 274
  num_rows: 46
  dieArea_um2: 17000
  core_area_um2: 16000
  fp.dieW_um: 130
synth:
  syn-instance-count: 422
  synth.largest_area_cell: "dfrtp_1"
  xor_share: 0.110
  avgSynthCellArea_um2: 11.7
  area_leaders: "dfrtp_1, mux2_2, xor2_1, mux2i_1, nor2_1"
  syn_area_um2: 4940
  ys_area_um2: 4940
  synthFlopType: "dfrtp_1"
  logic_family: "multiplexers"
  ys_ff: 98
  yosysUniqueCellTypes: 35
  synth_seq_share: 0.497
  adder_share: 0.00253
  synth.top_cell.area_share: 0.497
  muxShareOfSynthArea: 0.211
  yosysWarningCount: 0
  compound_area_frac: 0.00837
  simple_gate_share: 0.142
  async_reset_ff_frac: 1.00
  synth-edff-count: 0
  ys_cells: 422
timing:
  min_period_ns: 4.11
  fin_skew_ns: 0.00858
  fin_tns_setup_ns: 0
  finalWorstSetupSlack_ns: 0.590
  rsz0062_at_grt: "false"
  tightest_slew_ns: 0.722
  period_used_share: 0.874
  slew_violations: 0
  hold_violations: 0
  fmax_mhz: 243
  max_slew_margin: 0.515
  finalSetupViolCount: 0
placement:
  hpwl_um: 12800
  place_inst: 892
  dp_slack_ns: 0.916
  portBuffers: 267
  gp_congestion: 0.847
cts:
  root_buffer: "clkbuf_16"
  cts.repair.resized: 0
  insertion_delay_ns: 0.35
  numCtsBuffers: 9
  cts_buffer_depth: 2
  numClockSinks: 98
  cts_tree: "yes"
  clk_pin_slew_worst_paths_ns: 0.06
  h-tree-depth: 3
  cts_hold_buf: 0
  post_cts_buffers: 0
global_routing:
  gr-usage-all-layers: 0.201
  grt_pass1_wl_um: 24700
  grt_max_degree: 51
  antenna_found_initial: 0
  overflow: 0
  grt_pass1_vias: 4240
drt:
  num_vias: 4215
  drtPass1Iterations: 4
  detail-route-antenna-nets: 0
  routedWlPerCell_um: 18.3
  drt-total-wl_um: 16600
  drc: 0
  drt-initial-drc-count: 162
  diodes: 0
  viasPerCell: 4.65
min_path:
  min_path_type: "flip-flop to flip-flop"
job:
  warnings: 29
  max_cap_violations: 0
power:
  p_per_area_nw_per_um2: 335
  leakage_nw: 3.41
  vdd_drop_max_v: 0.000241
layout:
  post-route-util: 0.509
  fin_cells: 906
  syn_to_final_growth_pct: 65.0
  drive_gt1_frac: 0.141
critical_path:
  critPathRequiredTime_ns: 3.76
  crit_path_max_fanout: 20
  worst_ep_arrival_time_ns: 3.17
  start_kind: "flip-flop"
  cp-end-kind: "output pin"
  critPathKind: "flip-flop to output pin"
status:
  status: "completed"
-- cells by family (layout without fill, tap and decap cells) --
logic type | Yosys count | in the layout
compound gates | 5 | 5
xor+xnor | 62 | 62
fa+ha+maj | 1 | 1
buf+inv | 25 | 292
flops | 98 | 98
mux | 96 | 96
other cells | 1 | 2
simple gates | 134 | 134
-- layout by cell type, fill, tap and decap left out, drive strengths merged, types with 2 or more instances in the layout --
master         Yosys  routed
nand4             16      16
buf               15      11
bufinv             0       3
dfrtp             98      98
conb               1       2
nand4b             2       2
inv                2       2
nand2              9       9
mux2              64      64
nand3             13      13
xnor2              5       5
and3               5       5
nor4              11      11
nor2              71      71
o21ai              2       2
xor2              57      57
mux2i             32      32
clkbuf             8      11
clkdlybuf4s50      0     265
-- area by class of cell --
cell class / count / area, um2
inverters: 2 / 7.51
clock buffers: 11 / 233
multi-input cells: 300 / 2350
flip-flops and latches: 98 / 2450
repair buffers: 276 / 2750
clock inverters: 3 / 90.1
fillers: 1418 / 7860
well taps: 216 / 270
-- critical path: stages, from the launching register on --
cell and delay [ns]:
dfrtp_1 0.49, xor2_1 0.21, nor4_1 0.49, nand4_1 0.36
o21ai_4 0.51, buf_12 0.23, nor2_1 0.08, clkdlybuf4s50_1 0.46
-- worst paths after layout --
check                      startpoint          end  slack [ns]  depth (start not counted)
setup / recovery             COUNT[8]  COUNT_NS[2]        0.59                          7
hold / removal             EX_CON[30]   EX_CON[30]        0.55                          1
setup reg to reg             COUNT[8]     COUNT[6]        2.21                          6
hold reg to reg            EX_CON[30]   EX_CON[30]        0.55                          1
max in group asynchronous       RST_B     EX_TO[7]        2.93                          2
min in group asynchronous       RST_B    EX_CON[5]        0.60                          1
-- per-stage QoR --
stage	hold WS, ns	instance area, um2	total power (W)
finish	0.553	8140	0.00272
CTS	0.556	8140	0.00277
floorplan	0.479	4940	0.00127
global placement	0.531	7820	0.00193
global route	0.569	8140	0.00289
detailed placement	0.542	7820	0.00192
-- synth_stat cells, types with 2 or more instances --
master    count
buf_6         3
clkbuf_1      6
nand2_1       9
nand3_1      13
nor4_4        3
xor2_1       57
nand4_1      15
nor4_1        8
xnor2_1       5
inv_1         2
nand4b_1      2
and3_1        5
nor2_1       67
mux2_2       64
buf_2         9
mux2i_1      32
buf_4         3
clkbuf_2      2
nor2_2        4
dfrtp_1      98
-- sequential cells by signal, indices dropped and copies added (netlist names) --
name,flops
COUNT,32
EX_CON,32
EX_TO,32
fsm_cs,2
-- routing by layer --
layer | vias to the layer above | track usage | part of all wire
met2 | 182 | 0.325 | 0.48
met1 | 2050 | 0.286 | 0.43
met5 | - | 0 | 0
met4 | 0 | 0.0192 | 0.0096
met3 | 9 | 0.0547 | 0.081
li1 | 1974 | - | -
-- report_power, final --
group          switching [W]  internal, W
registers           0.000141     0.000966
logic               0.000200     0.000595
clock network       0.000307     0.000515
Power and IR drop assume default switching activity.
